===== ./config.mk =====
export PLATFORM = sky130hd
export DESIGN_NAME = REGFILE
export DESIGN_NICKNAME = REGFILE
export VERILOG_FILES = /design/flow/design.v
export SDC_FILE = /design/flow/constraint.sdc
export NUM_CORES = 4
export LEC_CHECK = 1
export CORE_UTILIZATION = 50

===== ./constraint.sdc =====
current_design REGFILE

set clk_period 6.6
set clk_io_pct 0.2

create_clock -name clk0 -period $clk_period [get_ports {clk}]

set non_clock_inputs [all_inputs -no_clocks]
set_input_delay [expr $clk_period * $clk_io_pct] -clock clk0 $non_clock_inputs
set_output_delay [expr $clk_period * $clk_io_pct] -clock clk0 [all_outputs]

===== ./design.v =====
module REGFILE(
    input reset_n,
    input clk,
    input reg_write,  
    input reg_write_ra,
    input [4:0] r_reg0,  
    input [4:0] r_reg1,
    input [4:0] w_reg0,  
    input [31:0] w_data,  
    input [31:0] w_ra_data,
    output [31:0] reg0,  
    output [31:0] reg1
);
wire [31:0] _write_sel;
wire [31:0] _r_data[31:0];
wire [31:0] _r0_data;
wire [31:0] _r1_data;
wire [31:0] _r2_data;
wire [31:0] _r3_data;
wire [31:0] _r4_data;
wire [31:0] _r5_data;
wire [31:0] _r6_data;
wire [31:0] _r7_data;
wire [31:0] _r8_data;
wire [31:0] _r9_data;
wire [31:0] _r10_data;
wire [31:0] _r11_data;
wire [31:0] _r12_data;
wire [31:0] _r13_data;
wire [31:0] _r14_data;
wire [31:0] _r15_data;
wire [31:0] _r16_data;
wire [31:0] _r17_data;
wire [31:0] _r18_data;
wire [31:0] _r19_data;
wire [31:0] _r20_data;
wire [31:0] _r21_data;
wire [31:0] _r22_data;
wire [31:0] _r23_data;
wire [31:0] _r24_data;
wire [31:0] _r25_data;
wire [31:0] _r26_data;
wire [31:0] _r27_data;
wire [31:0] _r28_data;
wire [31:0] _r29_data;
wire [31:0] _r30_data;
wire [31:0] _r31_data;
wire [1023:0] regs;
assign regs = {
    _r31_data,
    _r30_data,
    _r29_data,
    _r28_data,
    _r27_data,
    _r26_data,
    _r25_data,
    _r24_data,
    _r23_data,
    _r22_data,
    _r21_data,
    _r20_data,
    _r19_data,
    _r18_data,
    _r17_data,
    _r16_data,
    _r15_data,
    _r14_data,
    _r13_data,
    _r12_data,
    _r11_data,
    _r10_data,
    _r9_data,
    _r8_data,
    _r7_data,
    _r6_data,
    _r5_data,
    _r4_data,
    _r3_data,
    _r2_data,
    _r1_data,
    _r0_data
};
assign _write_sel = (32'b1 << w_reg0);
assign reg0 = mux_reg(r_reg0, regs);
assign reg1 = mux_reg(r_reg1, regs);
REGISTER_32 r0(reset_n, clk, _write_sel[0], 32'h0, _r0_data);  
REGISTER_32 r1(reset_n, clk, _write_sel[1], w_data, _r1_data);  
REGISTER_32 r2(reset_n, clk, _write_sel[2], w_data, _r2_data);  
REGISTER_32 r3(reset_n, clk, _write_sel[3], w_data, _r3_data);  
REGISTER_32 r4(reset_n, clk, _write_sel[4], w_data, _r4_data);  
REGISTER_32 r5(reset_n, clk, _write_sel[5], w_data, _r5_data);  
REGISTER_32 r6(reset_n, clk, _write_sel[6], w_data, _r6_data);  
REGISTER_32 r7(reset_n, clk, _write_sel[7], w_data, _r7_data);  
REGISTER_32 r8(reset_n, clk, _write_sel[8], w_data, _r8_data);  
REGISTER_32 r9(reset_n, clk, _write_sel[9], w_data, _r9_data);  
REGISTER_32 r10(reset_n, clk, _write_sel[10], w_data, _r10_data);  
REGISTER_32 r11(reset_n, clk, _write_sel[11], w_data, _r11_data);  
REGISTER_32 r12(reset_n, clk, _write_sel[12], w_data, _r12_data);  
REGISTER_32 r13(reset_n, clk, _write_sel[13], w_data, _r13_data);  
REGISTER_32 r14(reset_n, clk, _write_sel[14], w_data, _r14_data);  
REGISTER_32 r15(reset_n, clk, _write_sel[15], w_data, _r15_data);  
REGISTER_32 r16(reset_n, clk, _write_sel[16], w_data, _r16_data);  
REGISTER_32 r17(reset_n, clk, _write_sel[17], w_data, _r17_data);  
REGISTER_32 r18(reset_n, clk, _write_sel[18], w_data, _r18_data);  
REGISTER_32 r19(reset_n, clk, _write_sel[19], w_data, _r19_data);  
REGISTER_32 r20(reset_n, clk, _write_sel[20], w_data, _r20_data);  
REGISTER_32 r21(reset_n, clk, _write_sel[21], w_data, _r21_data);  
REGISTER_32 r22(reset_n, clk, _write_sel[22], w_data, _r22_data);  
REGISTER_32 r23(reset_n, clk, _write_sel[23], w_data, _r23_data);  
REGISTER_32 r24(reset_n, clk, _write_sel[24], w_data, _r24_data);  
REGISTER_32 r25(reset_n, clk, _write_sel[25], w_data, _r25_data);  
REGISTER_32 r26(reset_n, clk, _write_sel[26], w_data, _r26_data);  
REGISTER_32 r27(reset_n, clk, _write_sel[27], w_data, _r27_data);  
REGISTER_32 r28(reset_n, clk, _write_sel[28], w_data, _r28_data);  
REGISTER_32 r29(reset_n, clk, _write_sel[29], w_data, _r29_data);  
REGISTER_32 r30(reset_n, clk, _write_sel[30], w_data, _r30_data);  
REGISTER_32 r31(reset_n, clk, (_write_sel[31] | reg_write_ra), _r31_w_data, _r31_data);  
wire [31:0] _r31_w_data;
assign _r31_w_data = (reg_write_ra == 0) ? (w_data) : (w_ra_data);
function [31:0] mux_reg;
    input [4:0] sel;
    input [1023:0] regs;
    begin
        case(sel)
            0: mux_reg = regs[(32*1)-1:32*0];
            1: mux_reg = regs[(32*2)-1:32*1];
            2: mux_reg = regs[(32*3)-1:32*2];
            3: mux_reg = regs[(32*4)-1:32*3];
            4: mux_reg = regs[(32*5)-1:32*4];
            5: mux_reg = regs[(32*6)-1:32*5];
            6: mux_reg = regs[(32*7)-1:32*6];
            7: mux_reg = regs[(32*8)-1:32*7];
            8: mux_reg = regs[(32*9)-1:32*8];
            9: mux_reg = regs[(32*10)-1:32*9];
            10: mux_reg = regs[(32*11)-1:32*10];
            11: mux_reg = regs[(32*12)-1:32*11];
            12: mux_reg = regs[(32*13)-1:32*12];
            13: mux_reg = regs[(32*14)-1:32*13];
            14: mux_reg = regs[(32*15)-1:32*14];
            15: mux_reg = regs[(32*16)-1:32*15];
            16: mux_reg = regs[(32*17)-1:32*16];
            17: mux_reg = regs[(32*18)-1:32*17];
            18: mux_reg = regs[(32*19)-1:32*18];
            19: mux_reg = regs[(32*20)-1:32*19];
            20: mux_reg = regs[(32*21)-1:32*20];
            21: mux_reg = regs[(32*22)-1:32*21];
            22: mux_reg = regs[(32*23)-1:32*22];
            23: mux_reg = regs[(32*24)-1:32*23];
            24: mux_reg = regs[(32*25)-1:32*24];
            25: mux_reg = regs[(32*26)-1:32*25];
            26: mux_reg = regs[(32*27)-1:32*26];
            27: mux_reg = regs[(32*28)-1:32*27];
            28: mux_reg = regs[(32*29)-1:32*28];
            29: mux_reg = regs[(32*30)-1:32*29];
            30: mux_reg = regs[(32*31)-1:32*30];
            31: mux_reg = regs[(32*32)-1:32*31];
        endcase
    end
endfunction
endmodule
module REGISTER_32(
    input reset_n,
    input clk,
    input write,
    input [31:0] in_data,
    output reg [31:0] data
);
always @(posedge clk) begin
    if(!reset_n) begin
        data <= 32'b0;
    end
    else begin
        if(write) begin
            data <= in_data;
        end
    end
end
endmodule

===== ./run.sh =====
#!/bin/bash
# OpenROAD 26Q1-2900-gdf79404cd8, Yosys 0.63+post, stock flow scripts
make -C /OpenROAD-flow-scripts/flow DESIGN_CONFIG=/design/flow/config.mk WORK_HOME=/design/flow/orfs finish

==> ci_impl_report.md <==
## Synthesis and layout report

| Metric | Value |
|---|---|
| Worst-path clk slew | 0.06 ns |
| Hold/Removal Path Class | flip-flop to flip-flop |
| R2R Path Start | r31.data[29]$_SDFFE_PN0P_ |
| Status | complete, no violations |
| Post-Route WL | 302000 um |
| Initial antenna violation count | 30 |
| I/O pin total | 147 |
| R2R Setup Slk | 5.54 ns |
| TritonCTS clock tree | yes |
| Post-synth EDFFs | 0 |
| GRT Resource Usage Total | 0.596 |
| Die ar. | 0.103 sq mm |
| Die width | 321 um |
| Seq share, synth | 0.390 |
| Yosys stat area | 0.0509 sq mm |
| First-pass GRT wire length | 408000 um |
| Synth Instances | 6565 |
| Area delta synth->final | 14.6% |
| Share of layout cells above drive strength 1 | 0.101 |
| Grt ovf | 0 |
| Max cap viols | 0 |
| Drt pass-1 iters | 9 |
| Dominant logic cell type in the layout | nand2_1 |
| Vias in the first global route | 51974 |
| Rel. slew slack | 0.223 |
| Post-CTS Setup Repair Bufs | 0 |
| Final Hold Fails | 0 |
| RSZ-0062 raised after global routing | no |
| Vias | 56541 |
| RR Endpoint | r31.data[29]$_SDFFE_PN0P_ |
| GP Congestion | 1.08 |
| Cts repair resizes | 0 |
| Log Warnings | 46 |
| Clock sink count | 992 |
| Post-DP HPWL | 184000 um |
| Maximum VDD drop | 0.244 mV |
| Crit. Startpoint | r_reg1[4] |
| Crit Path Class | input port to primary output |
| Leak | 19.6 nW |
| Die height | 321 um |
| Remaining DRCs | 0 |
| Pins Over Slew Limit | 0 |
| R2r worst-path depth | 3 |
| Critical Path Fanout Max | 43 |
| Routed vias/inst | 7.14 |
| Post-synth ARST share | 0 |
| Hold Path Stages | 2 |
| Avg WL per Cell | 38.1 um |
| Hold Buf Count CTS | 0 |
| Root Driver | clkbuf_16 |
| Number of synthesis warnings | 2 |
| Clock skew | 0 ns |
| Clk ins delay skew pair | 0.72 ns |
| Core area | 0.101 sq mm |
| Final Setup Violations | 0 |
| Worst slew pin tran | 1.16 ns |
| CP required | 5.28 ns |
| Crit path arrival time | 5.03 ns |
| Flops after synth | 992 |
| CP Capture Type | primary output |
| Synthesized area per cell | 7.76 sq um |
| H-tree depth | 3 |
| TNS Setup | 0 ns |
| Hold slack final | 0.474 ns |
| Total CTS buffers | 108 |
| Critical Path Source Type | input port |
| Worst setup endpoint | reg1[25] |
| Netlist Area Pre-Place | 0.0509 sq mm |
| Initial detailed-routing violation count | 8207 |
| Largest net degree at the start of global routing | 176 |
| # rows | 116 |
| Most frequent cells in the layout | nand2_1 (2011), dfxtp_1 (992), a21boi_0 (960) |
| Power Density | 242 mW/mm^2 |
| Tmin final | 6.35 ns |
| Max Buffers Root-to-Sink | 3 |
| IO Port Bufs | 145 |
| Total power draw | 14.1 mW |
| Period utilisation layout | 0.962 |
| Initial Util | 0.507 |
| # Cells Yosys | 6565 |
| Post-synth top flop | dfxtp_1 |
| Number of library cell types mapped by synthesis | 64 |
| Fmax | 158 MHz |
| Remaining antenna violation count | 0 |
==> cells in the mapped netlist (14+ instances only) <==
library cell | n | share of area
nor4_1 | 22 | 0.0027
and3_1 | 144 | 0.018
a2111oi_0 | 38 | 0.0065
or4_1 | 31 | 0.0046
o21ai_0 | 38 | 0.0037
buf_1 | 19 | 0.0014
buf_2 | 75 | 0.0074
nand3_1 | 259 | 0.025
nor3b_1 | 14 | 0.0021
dfxtp_1 | 992 | 0.39
nand2_1 | 2041 | 0.15
mux2_2 | 37 | 0.0082
a22o_1 | 107 | 0.018
buf_6 | 15 | 0.0033
nor3_1 | 19 | 0.0019
and4_1 | 21 | 0.0036
a22oi_1 | 498 | 0.073
and2_1 | 69 | 0.0085
nor2_1 | 86 | 0.0063
a222oi_1 | 15 | 0.0029
a32oi_1 | 23 | 0.0040
a221oi_1 | 41 | 0.0070
mux2i_1 | 101 | 0.020
clkbuf_1 | 559 | 0.041
a21boi_0 | 960 | 0.14
nor2b_1 | 16 | 0.0020
o2bb2ai_1 | 21 | 0.0036
nand4_1 | 157 | 0.019
==> worst max-delay path, cell delays in order <==
cell	delay [ns]
clkdlybuf4s50_1	0.62
buf_4	0.33
nor3b_2	0.34
buf_12	0.36
and2_2	0.62
buf_12	0.25
a22oi_1	0.08
and4_1	0.18
nand4_1	0.23
clkdlybuf4s50_1	0.63
==> power breakdown <==
part	internal, mW	leakage (nW)	switching (mW)
sequential	6.07	8.01	0.0890
clock	3.96	1.90	2.75
combinational	0.328	9.69	0.928
total	10.4	19.6	3.77
==> metrics by stage <==
| step | utilization | std cells | cell area [sq um] | setup slack (ns) |
|---|---|---|---|---|
| 4_1_cts | 0.580 | 7891 | 58300 | 0.498 |
| 3_3_place_gp | 0.542 | 7695 | 54500 | 0.520 |
| 2_1_floorplan | - | 6565 | 50900 | 2.33 |
| 3_5_place_dp | 0.542 | 7695 | 54500 | 0.540 |
| 5_1_grt | 0.580 | 7892 | 58400 | 0.368 |
| 6_report | 0.581 | 7914 | 58400 | 0.253 |
==> layer usage <==
metal / GRT usage / share of wire / routed length (um) / vias up
met1: 0.743 / 0.35 / 106000 / 26568
met5: 0.0251 / 0.0019 / 579 / -
met2: 0.749 / 0.37 / 112000 / 5224
li1: - / - / - / 22996
met3: 0.370 / 0.18 / 53900 / 1705
met4: 0.420 / 0.097 / 29200 / 48
==> layout make-up <==
type                            instances  area, sq um
Multi-Input combinational cell       4894        28800
Sequential cell                       992        19900
Timing Repair Buffer                  450         4120
Clock inverter                         40          593
Fill cell                            8970        42200
Tap cell                             1357         1700
Antenna cell                           23         57.6
Inverter                                2         7.51
Clock buffer                          156         3260
==> how the worst min path moves through the flow <==
stage                                     from  slack [ns]                  endpoint
after CTS             r9.data[22]$_SDFFE_PN0P_        0.48  r9.data[22]$_SDFFE_PN0P_
after global routing   r9.data[6]$_SDFFE_PN0P_        0.49   r9.data[6]$_SDFFE_PN0P_
final                 r9.data[22]$_SDFFE_PN0P_        0.47  r9.data[22]$_SDFFE_PN0P_
==> cells by family after synthesis <==
logic type	count (synthesis)	synth area share
buffers and inverters	679	0.0547
AND-OR/OR-AND	1818	0.274
flip-flops	992	0.390
multiplexers	138	0.0280
AND/OR/NAND/NOR	2938	0.254
Power is estimated from default activity; no workload was simulated.
