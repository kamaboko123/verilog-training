**flow/design.v**
```verilog
module ALU(
    input [2:0] op,
    input [31:0] a,
    input [31:0] b,
    output reg [31:0] x,  
    output reg zero  
);
parameter ALU_CODE_AND = 3'b000;
parameter ALU_CODE_OR = 3'b001;
parameter ALU_CODE_ADD = 3'b010;
parameter ALU_CODE_SUB = 3'b110;
parameter ALU_CODE_SUB_N = 3'b101;  
parameter ALU_CODE_SLT = 3'b111;
always @* begin
    case(op)
        ALU_CODE_AND: begin
            x = a & b;
            zero = 1'bx;
        end
        ALU_CODE_OR: begin
            x = a | b;
            zero = 1'bx;
        end
        ALU_CODE_ADD: begin
            x = a + b;
            zero = 1'bx;
        end
        ALU_CODE_SUB: begin
            x = a - b;
            zero = (a == b);
        end
        ALU_CODE_SUB_N: begin
            x = a - b;
            zero = !(a == b);
        end
        ALU_CODE_SLT: begin
            zero = 1'bx;
            if(a < b) begin
                x = 31'b1;
            end
            else begin
                x = 31'b0;
            end
        end
        default: begin
            x = 3'bx;
            zero = 1'bx;
        end
    endcase
end
endmodule
```
**flow/run.sh**
```bash
#!/bin/bash
# OpenROAD 26Q1-2900-gdf79404cd8, Yosys 0.63+post, stock flow scripts
make -C /OpenROAD-flow-scripts/flow DESIGN_CONFIG=/design/flow/config.mk WORK_HOME=/design/flow/orfs finish
```
**flow/config.mk**
```make
export PLATFORM = sky130hd
export DESIGN_NAME = ALU
export DESIGN_NICKNAME = ALU
export VERILOG_FILES = /design/flow/design.v
export SDC_FILE = /design/flow/constraint.sdc
export NUM_CORES = 4
export LEC_CHECK = 1
export CORE_UTILIZATION = 30
```
**flow/constraint.sdc**
```tcl
current_design ALU

set clk_period 26.5
set clk_io_pct 0.2

create_clock -name clk0 -period $clk_period

set non_clock_inputs [all_inputs -no_clocks]
set_input_delay [expr $clk_period * $clk_io_pct] -clock clk0 $non_clock_inputs
set_output_delay [expr $clk_period * $clk_io_pct] -clock clk0 [all_outputs]
```
==> flow_summary.ini <==
; implementation run metrics
[logic_synthesis]
largest_area_cell = sky130_fd_sc_hd__ha_1
post_synth_mux_area_share_pct = 1.08
post_synth_main_area_contributors = sky130_fd_sc_hd__ha_1 27%, sky130_fd_sc_hd__inv_1 7.3%, sky130_fd_sc_hd__a21oi_1 7.2%
netlist_logic_family_top = AND-OR/OR-AND gates
syn-instance-count = 728
synth.top_cell.area_share_pct = 26.8
yosys.stat.seqShare_pct = 0
xor_area_share_pct = 0.541
post_synth.cell_area_avg_um2 = 6.67
synthAdderAreaFrac_pct = 27.6
netlist-cell-type-count = 71
synth.yosys.warnings = 1
ys_cells = 728
synth.cellmix.compoundShare_pct = 41.0
yosys.area_share.simple_pct = 19.0
synth.yosys.chip_area_mm2 = 0.00486
netlist_area_mm2 = 0.00486

[floorplan]
core_mm2 = 0.0158
floorplanUtilization_pct = 30.7
die.size.y_um = 129
fp.dieArea_mm2 = 0.0167
die_w_um = 129
num_rows = 46
floorplan.io_pins = 100

[worst_setup_path]
worst-endpoint-arrival_ns = 9.19
crit_start = b[0]
worstPathMaxFanout = 5
setup.worst_path.class = in -> out
cp-start-kind = input port
timing.critical_path.required_ns = 21.20
critPathCaptureType = output pin

[route]
route.antenna.diode_count = 0
detail_route.iter0.violations = 318
route.antenna.remaining_nets = 0
drt-vias-per-instance = 5.43
drc_errors = 0
drt-wirelength-per-cell_um = 15.2
detailroute.via_count = 5488
first_pass_iters = 5
wl_um = 15400

[global_routing]
grt_first_pass_wirelength_um = 24700
first_global_vias = 4995
globalRouteTotalUtil_pct = 18.4
number_of_antenna_violations_at_the_first_check_in_global_routing = 0
globalRoute.totalOverflow = 0
grt_max_degree = 22

[run_status]
result_of_the_run = completed

[final_layout]
stdcell_count = 1010
design.seq.count = 0
final_common_cell = sky130_fd_sc_hd__ha_1
number_of_fillers_in_the_final_layout = 1655
area_growth_pct = 24.0
finalCoreUtilization_pct = 38.1
nClkBuffers = 0
post-route-cell-area_mm2 = 0.00602
mostFrequentLayoutCells = 104 x sky130_fd_sc_hd__ha_1, 100 x sky130_fd_sc_hd__clkdlybuf4s50_1, 94 x sky130_fd_sc_hd__inv_1
layout.area.seq_um2 = 0
drive_above_1_share_pct = 3.40

[placement]
gp_congestion = 0.910
dp_hpwl_um = 12500
placement.cell_area_mm2 = 0.00602
placedCellCount = 1010
buffer_ports.inserted = 100
dpl_worst_slack_ns = 12.01

[final_timing]
fmax_ghz = 0.0690
min_cycle_time_layout_ns = 14.49
slew_violations = 0
timing.max_slew.rel_slack_pct = 56.6
final_hold_viol_count = 0
timing.setup.tns_ns = 0
rsz_0062_raised_after_global_routing = no
finalCritPeriodShare_pct = 54.7
max_slew.worst_pin.slew_ns = 0.651
timing.final.ws_setup_ns = 12.01
whs_ns = 11.75
finalSetupViolCount = 0

[power_and_ir_drop]
power.ir.vdd_worst_mv = 0.00801
fin_total_pwr_mw = 0.128
cellLeakagePower_nw = 2.69
power.density_cell_area_mw_per_mm2 = 21.3

[clock_tree]
cts-resized-gates = 0
post-cts-setup-buffer-count = 0
cts_hold_buf = 0

[hold_path]
tightest_hold_check_type = in -> out
hold_path.startpoint = b[9]

[flow_run]
max_cap_viol_count = 0
openroad.warnings = 104
==> Yosys cell counts, types with 5 or more instances <==
| cell type | n |
|---|---|
| sky130_fd_sc_hd__ha_1 | 104 |
| sky130_fd_sc_hd__inv_1 | 94 |
| sky130_fd_sc_hd__nor2_1 | 92 |
| sky130_fd_sc_hd__a21oi_1 | 70 |
| sky130_fd_sc_hd__nand2_1 | 40 |
| sky130_fd_sc_hd__o21ai_0 | 39 |
| sky130_fd_sc_hd__clkbuf_1 | 31 |
| sky130_fd_sc_hd__o211ai_1 | 22 |
| sky130_fd_sc_hd__a221o_1 | 19 |
| sky130_fd_sc_hd__o21bai_1 | 19 |
| sky130_fd_sc_hd__o221ai_1 | 18 |
| sky130_fd_sc_hd__nor3_1 | 14 |
| sky130_fd_sc_hd__o22ai_1 | 11 |
| sky130_fd_sc_hd__a211oi_1 | 9 |
| sky130_fd_sc_hd__a21o_1 | 8 |
| sky130_fd_sc_hd__nand3_1 | 8 |
| sky130_fd_sc_hd__a221oi_1 | 7 |
| sky130_fd_sc_hd__buf_2 | 7 |
| sky130_fd_sc_hd__nor2b_1 | 7 |
| sky130_fd_sc_hd__a31oi_1 | 6 |
| sky130_fd_sc_hd__nand2b_1 | 6 |
| sky130_fd_sc_hd__nor4_1 | 6 |
| sky130_fd_sc_hd__and2_1 | 5 |
| sky130_fd_sc_hd__nand4_1 | 5 |
| sky130_fd_sc_hd__or3_1 | 5 |
==> kinds of logic (layout without fill, tap and decap cells) <==
logic type	count (synthesis)	after routing
muxes	5	5
and+or+nand+nor	199	199
adders and majority gates	106	106
AOI/OAI and AO/OA	278	278
buffers and inverters	137	203
xor gates and xnor gates	3	3
==> where the power goes <==
group / internal [mW] / total [mW] / switching, mW
sequential: 0 / 0 / 0
clock: 0 / 0 / 0
combinational: 0.0604 / 0.128 / 0.0679
==> worst max-delay path, stage by stage <==
cell                              delay (ns)
sky130_fd_sc_hd__clkdlybuf4s50_1        0.51
sky130_fd_sc_hd__ha_1                   0.25
sky130_fd_sc_hd__inv_1                  0.07
sky130_fd_sc_hd__fa_1                   0.40
sky130_fd_sc_hd__nor2b_1                0.16
sky130_fd_sc_hd__o31a_1                 0.16
sky130_fd_sc_hd__o21ai_1                0.18
sky130_fd_sc_hd__o41ai_2                0.47
sky130_fd_sc_hd__a41oi_1                0.24
sky130_fd_sc_hd__nor2_1                 0.33
sky130_fd_sc_hd__a211oi_1               0.18
sky130_fd_sc_hd__nor3_1                 0.20
sky130_fd_sc_hd__o21ai_0                0.10
sky130_fd_sc_hd__o211ai_1               0.12
sky130_fd_sc_hd__clkdlybuf4s50_1        0.50
==> routing by layer <==
metal	vias to the layer above	track usage [%]	part of all wire [%]
met5	-	0	0
met4	0	2.63	1.1
met3	15	1.01	5.5
met2	182	29.9	44
met1	2496	27.4	49
li1	2795	-	-
==> path summary, 6_finish.rpt <==
| kind | endpoint | cells past startpoint | slack [ns] |
|---|---|---|---|
| setup / recovery | x[30] | 15 | 12.01 |
| hold / removal | x[9] | 5 | 11.75 |
==> final cells by class <==
cell class / count / area [um^2] / area share (%)
multi-input combinational: 591 / 4340 / 72.0
timing repair buffer: 107 / 1050 / 17.5
inverter: 96 / 360 / 5.98
tap: 216 / 270 / 4.49
Power figures rest on the tool's default switching activity, not on a simulated workload.
